File: flow/config.mk
export PLATFORM = sky130hd
export DESIGN_NAME = control_unit
export DESIGN_NICKNAME = control_unit
export VERILOG_FILES = /design/flow/design.v
export SDC_FILE = /design/flow/constraint.sdc
export NUM_CORES = 4
export LEC_CHECK = 1
export CORE_AREA = 10 10 70 70
export DIE_AREA = 0 0 80 80
File: flow/constraint.sdc
current_design control_unit

set clk_period 1.7
set clk_io_pct 0.2

create_clock -name clk0 -period $clk_period

set non_clock_inputs [all_inputs -no_clocks]
set_input_delay [expr $clk_period * $clk_io_pct] -clock clk0 $non_clock_inputs
set_output_delay [expr $clk_period * $clk_io_pct] -clock clk0 [all_outputs]
File: flow/design.v
`timescale 1ns / 1ps
module control_unit #(parameter WL = 6)(
input [WL-1:0] Opcode, funct, output reg MtoRFSel, DMWE, Branch, ALUInSel, RFDSel, RFWE, shamt_rsSel, Jump, output reg [2:0] ALUSel
    );
    reg [1:0] ALUOp;
    always @(*) begin
        case (Opcode)
            6'b000000: begin     
                RFWE <= 1;
                RFDSel <= 1;
                ALUInSel <= 0;
                Branch <= 0;
                DMWE <= 0;
                MtoRFSel <= 0;
                shamt_rsSel <= 0;
                Jump <= 0;
                ALUOp <= 2'b10;
            end
            6'b000001: begin     
                RFWE <= 1;
                RFDSel <= 1;
                ALUInSel <= 0;
                Branch <= 0;
                DMWE <= 0;
                MtoRFSel <= 0;
                shamt_rsSel <= 1;
                Jump <= 0;
                ALUOp <= 2'b10;
            end
            6'b100011: begin     
                RFWE <= 1;
                RFDSel <= 0;
                ALUInSel <= 1;
                Branch <= 0;
                DMWE <= 0;
                MtoRFSel <= 1;
                shamt_rsSel <= 0;
                Jump <= 0;
                ALUOp <= 2'b00;
            end
            6'b101011: begin     
                RFWE <= 0;
                RFDSel <= 1'bx;
                ALUInSel <= 1;
                Branch <= 0;
                DMWE <= 1;
                MtoRFSel <= 1'bx;
                shamt_rsSel <= 0;
                Jump <= 0;
                ALUOp <= 2'b00;
            end
            6'b000100: begin     
                RFWE <= 0;
                RFDSel <= 1'bx;
                ALUInSel <= 0;
                Branch <= 1;
                DMWE <= 0;
                MtoRFSel <= 1'bx;
                shamt_rsSel <= 0;
                Jump <= 0;
                ALUOp <= 2'b01;
            end
            6'b001000: begin     
                RFWE <= 1;
                RFDSel <= 0;
                ALUInSel <= 1;
                Branch <= 0;
                DMWE <= 0;
                MtoRFSel <= 0;
                shamt_rsSel <= 0;
                Jump <= 0;
                ALUOp <= 2'b00;
            end
            6'b000010: begin     
                RFWE <= 0;
                RFDSel <= 1'bx;
                ALUInSel <= 1'bx;
                Branch <= 1'bx;
                DMWE <= 0;
                MtoRFSel <= 1'bx;
                shamt_rsSel <= 1'bx;
                Jump <= 1;
                ALUOp <= 2'bxx;
            end
            default: begin
                RFWE <= 0;
                RFDSel <= 0;
                ALUInSel <= 0;
                Branch <= 0;
                DMWE <= 0;
                MtoRFSel <= 0;
                shamt_rsSel <= 0;
                Jump <= 0;
                ALUOp <= 2'b00;
            end
        endcase
        if(ALUOp == 2'b00)
            ALUSel <= 3'b010;    
        else if (ALUOp == 2'b01)
            ALUSel <= 3'b110;    
        else begin
            case (funct)     
                6'b100000: ALUSel <= 3'b010;     
                6'b100010: ALUSel <= 3'b110;     
                6'b100100: ALUSel <= 3'b000;     
                6'b100101: ALUSel <= 3'b001;     
                6'b101010: ALUSel <= 3'b111;     
                6'b110000: ALUSel <= 3'b011;     
                6'b110001: ALUSel <= 3'b100;     
                6'b110010: ALUSel <= 3'b101;     
            endcase
        end
    end
endmodule
File: flow/run.sh
#!/bin/bash
# OpenROAD 26Q1-2900-gdf79404cd8, Yosys 0.63+post, stock flow scripts
make -C /OpenROAD-flow-scripts/flow DESIGN_CONFIG=/design/flow/config.mk WORK_HOME=/design/flow/orfs finish
==> results_dict.tcl <==
# yosys + openroad results
set metrics [dict create \
    result_of_the_run "complete, but fails checks" \
    violations "negative setup slack" \
    port_buffers 23 \
    untimed_endpoints 6 \
    grt_pass1_vias 425 \
    setup.worst_path.end_class "output port" \
    vias 437 \
    worst-endpoint-arrival_ps 1410 \
    yosys.cell_types.count 24 \
    drive_gt1_frac 0.360 \
    num_antenna_cells 0 \
    route.detailed.wl_per_inst_um 10.1 \
    fin_crit_sh 1.03 \
    drc 0 \
    mostFrequentLayoutCells "clkdlybuf4s50_1, buf_4, buf_2" \
    cp_top_family "simple AND/OR/NAND/NOR gates" \
    setup-violations-final 1 \
    dieArea_mm2 0.00640 \
    tns_ps -51.3 \
    final-instance-count-excl-fill 121 \
    largest_vdd_supply_drop_mv 0.0411 \
    worst_slack_ps -51.3 \
    synthCells 44 \
    via_cell_ratio 3.61 \
    yosys.stat.chipArea_um2 300 \
    initialDrtViolationCount 60 \
    globalRouteOverflowTotal 0 \
    ctsHoldBuffers 0 \
    yosys_register_bits 3 \
    final_common_cell "clkdlybuf4s50_1" \
    rsz0062_at_grt "true" \
    timing.critical_path.from_type "primary input" \
    fin_total_pwr_mw 0.0966 \
    core_footprint_mm2 0.00342 \
    synth_top_area_share 0.150 \
    slew_limit_fails 0 \
    max_flop_register "ALUSel" \
    fp_util 0.0879 \
    synth.yosys.num_cells 44 \
    route.antenna.remaining_nets 0 \
    dp_hpwl_um 1070 \
    post_synthesis_area_per_instance_um2 6.82 \
    cells_along_the_critical_path "buf_6, or4_4, buf_6, nor3b_4, buf_2" \
    worst_hold_path_type "in2out" \
    timing_worst_setup_path_type "in2out" \
    async_sr_flop_fraction 0 \
    critical-path-max-stage-delay_ps 550 \
    filler_cell_count 387 \
    leakage_nw 0.260 \
    grt_max_degree 10 \
    largest_register_ffs 3 \
    layout_top_registers "ALUSel x3" \
    yosysTopAreaCell "dlxtn_1" \
    track_usage 0.0345 \
    worstMarginPinSlew_ps 280 \
    iteration_count_of_the_initial_detailed_routing_pass 2 \
    floorplan.die.height_um 80 \
    timing.critical_path.mode_cell "buf_6" \
    place_congestion 0.756 \
    clock_period_minus_final_worst_setup_slack_ps 1750 \
    critPathMaxFanout 2 \
    wirelength_um 1220 \
    fp-row-count 21 \
    cp_slowest_cell "or4_4" \
    power_per_cell_area_mw_per_mm2 140 \
    timing_hold_violations_final 0 \
    die_x_um 80 \
    edf_count 0 \
    grt_first_pass_wirelength_um 1880 \
    fmax_mhz 571 \
    warning_count 34 \
    area_leaders "dlxtn_1, nor3_1, nand3b_1" \
    timing.slew.headroom 0.812 \
    io-pin-count 23 \
    crit_required_ps 1360 \
    worst_hold_slack_ps 1020 \
    primary_ff_master_synth "dlxtn_1" \
    unclocked_pins 3 \
    max-cap-violations 0 \
    grt_antenna_before_repair 0 \
    cp.buffers_inverters 3 \
    flow.area_growth_from_synthesis_pct 129 \
    netlist_area_um2 300 \
    synth.yosys.warnings 1 \
    fin_util 0.201 \
    placed_cells 120 \
]
==> synth_stat cells, types with 2 or more instances <==
library cell  count
nor2_1            5
nor3_1            5
a21oi_1           3
dlxtn_1           3
nand2b_1          3
nand3b_1          3
a211oi_1          2
a31oi_1           2
nand2_1           2
nor4b_1           2
==> path summary, 6_finish.rpt <==
check                 slack (ps)     end  cells after the start  startpoint
worst min-delay path        1020    Jump                      4   Opcode[5]
worst max-delay path         -50  Branch                      5   Opcode[4]
==> per-stage QoR <==
step                      setup slack (ps)  area (µm²)
after global placement                -750         644
after CTS                            -69.7         681
after global routing                  -112         688
after floorplan                        179         300
after detailed placement              -784         644
final                                -51.3         688
==> cell type report <==
type / count / area [µm²] / share of cell area
tap: 46 / 57.6 / 0.0836
sequential: 3 / 45.0 / 0.0655
timing repair buffer: 32 / 274 / 0.398
multi-input combinational: 39 / 308 / 0.447
inverter: 1 / 3.75 / 0.00545
==> routing by layer <==
layer / GRT usage / vias to the layer above / wire, µm
met5: 0 / - / 0
met4: 0 / 0 / 0
met3: 0.0148 / 0 / 124
met2: 0.0634 / 10 / 589
met1: 0.0379 / 194 / 510
li1: - / 233 / -
==> repair_timing <==
item                       CTS  global route
pin swaps                    7             3
buffers inserted             1             0
setup endpoints to repair    8             5
hold endpoints to repair     0             0
gates resized               51             2
==> kinds of logic after synthesis <==
family,Yosys count,share of synthesized area
and+or+nand+nor,29,0.604
latches,3,0.150
AOI/OAI and AO/OA,10,0.221
buffers and inverters,2,0.0250
==> tightest hold or removal path: stages <==
cell and delay [ps]:
buf_6 70, buf_4 120, nor3_2 40, buf_2 110
==> power by group <==
| group | switching (mW) | internal [mW] |
|---|---|---|
| combinational | 0.0428 | 0.0529 |
| clock | 0 | 0 |
| sequential | 0.0000212 | 0.000908 |
Power is estimated from default activity; no workload was simulated.
