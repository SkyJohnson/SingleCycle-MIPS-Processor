--- config.mk ---
export PLATFORM = sky130hd
export DESIGN_NAME = ALU
export DESIGN_NICKNAME = ALU
export VERILOG_FILES = /design/flow/design.v
export SDC_FILE = /design/flow/constraint.sdc
export NUM_CORES = 4
export LEC_CHECK = 1
export CORE_UTILIZATION = 50
--- constraint.sdc ---
current_design ALU

set clk_period 16.3
set clk_io_pct 0.2

create_clock -name clk0 -period $clk_period

set non_clock_inputs [all_inputs -no_clocks]
set_input_delay [expr $clk_period * $clk_io_pct] -clock clk0 $non_clock_inputs
set_output_delay [expr $clk_period * $clk_io_pct] -clock clk0 [all_outputs]
--- design.v ---
`timescale 1ns / 1ps
module ALU #(parameter WL = 32)(
input signed [WL-1:0] x, input signed [WL-1:0] y, input [2:0] sel, output reg signed [WL-1:0] out, output reg zero
    );
    always @(*) begin
        case (sel)
            3'b000: out <= x&y;  
            3'b001: out <= x|y;  
            3'b010: out <= x+y;  
            3'b011: out <= y << x;   
            3'b100: out <= x >> y;   
            3'b101: out <= x >>> y;  
            3'b110: out <= x-y;  
            3'b111: out <= (x<=y);   
        endcase
        zero <= (out == 32'h00000000);
    end
endmodule
--- run.sh ---
#!/bin/bash
# OpenROAD 26Q1-2900-gdf79404cd8, Yosys 0.63+post, stock flow scripts
make -C /OpenROAD-flow-scripts/flow DESIGN_CONFIG=/design/flow/config.mk WORK_HOME=/design/flow/orfs finish
==> results.sh <==
# source this file to load flow results
export IMPL_clkbuf_count=0
export IMPL_fillers=1976
export IMPL_grt_pass1_vias=12319
export IMPL_holdCritStartpoint="sel[0]"
export IMPL_chip_area_sq_um=21300
export IMPL_fp_row_count=52
export IMPL_status="finished, final reports clean"
export IMPL_openroad_warnings=99
export IMPL_vias=13881
export IMPL_dp_hpwl_um=43800
export IMPL_area_leaders="ha_1 (12%), a21oi_1 (7.5%), mux4_2 (7.4%)"
export IMPL_initial_core_util_pct=51.0
export IMPL_tightest_slew_ns=1.00
export IMPL_wl_per_cell_um=31.6
export IMPL_top_cell_area_share_pct=11.8
export IMPL_ir_drop_v=0.0000201
export IMPL_ys_seq_share_pct=0
export IMPL_crit_chain="buf_2 -> buf_4 -> clkinv_1 -> ha_1 -> o211ai_1 -> o211ai_1 -> nand2_1 -> nor4_1 -> o31ai_1 -> a211oi_1 -> a31oi_1 -> or4_1 -> nor4_1 -> nand4_1 -> or4b_1 -> nor4_2 -> clkdlybuf4s50_1"
export IMPL_setup_viol=0
export IMPL_post_synth_top_area_cell="ha_1"
export IMPL_grt_max_degree=64
export IMPL_coreArea_sq_um=20300
export IMPL_setup_tns_ns=0
export IMPL_finalCritPeriodShare_pct=79.7
export IMPL_flops=0
export IMPL_maxSlewHeadroom_pct=33.2
export IMPL_routed_wl_um=57600
export IMPL_drc_errors=0
export IMPL_grt_pass1_wl_um=83400
export IMPL_crit_path_start_kind="input pin"
export IMPL_portBuffers=100
export IMPL_postCtsSetupBuffers=0
export IMPL_crit_path_max_incr_delay_ns=0.86
export IMPL_pwr_density_cell_nw_per_um2=36.8
export IMPL_die_height_um=146
export IMPL_dr_pass1_iters=6
export IMPL_p_sw_w=0.000265
export IMPL_cp_slowest_cell="clkinv_1"
export IMPL_grt_overflow=0
export IMPL_leakagePower_nw=4.63
export IMPL_period_needed_ns=12.98
export IMPL_worstPathMaxFanout=63
export IMPL_cp_end_kind="primary output"
export IMPL_power_internal_w=0.000159
export IMPL_hp_class="in -> out"
export IMPL_fmax_mhz=77.0
export IMPL_netSwitchingFraction_pct=62.5
export IMPL_path_class="in -> out"
export IMPL_synth_top_cell_by_count="a21oi_1"
export IMPL_hold_viol_final=0
export IMPL_ys_warn_count=1
export IMPL_io_pins=100
export IMPL_pwr_share_comb_pct=100.0
export IMPL_drive_gt1_share_pct=9.47
export IMPL_place_ws_ns=3.59
export IMPL_fp_dieW_um=146
export IMPL_final_comb_area_sq_um=9520
export IMPL_ys_area_sq_um=10400
export IMPL_min_to="out[8]"
export IMPL_hold_buffers=0
export IMPL_grt_antenna_before_repair=4
export IMPL_crit_buf_inv=4
export IMPL_p_clk_share_pct=0
export IMPL_grt_use_total_pct=53.9
export IMPL_netlist_area_sq_um=10400
export IMPL_drt_iter0_drc=1909
export IMPL_p_seq_share_pct=0
export IMPL_gp_congestion=1.15
export IMPL_crit_family="simple AND/OR/NAND/NOR gates"
export IMPL_ant_nets=0
export IMPL_syn_avg_cell_area_sq_um=6.79
export IMPL_common_cells="a21oi_1 (155), nor2_1 (150), nand2_1 (131)"
export IMPL_cts_repair_resized=0
export IMPL_final_max_slew_viol_count=0
export IMPL_vias_per_cell=7.61
export IMPL_postSynthCellCount=1526
export IMPL_cp_required_ns=13.04
export IMPL_rsz0062_at_grt="no"
export IMPL_hold_depth=6
export IMPL_max_cap_viol_count=0
export IMPL_crit_arrival_ns=9.72
export IMPL_syn_to_final_growth_pct=11.3
export IMPL_yosys_cells=1526
export IMPL_ys_types=84
export IMPL_seq_area_sq_um=0
export IMPL_setup_ws_ns=3.32
[stage by stage]
step	std cells	instance area [sq um]	total power [W]	hold WS, ns	util, %
finish	1825	11500	0.000424	7.75	56.8
global route	1822	11500	0.000441	7.85	56.8
CTS	1822	11500	0.000401	7.73	56.8
detailed placement	1822	11500	0.000398	7.72	56.8
global placement	1822	11500	0.000400	7.73	56.8
floorplan	1526	10400	0.000245	6.75	-
[worst max-delay path by stage]
| stage | start | to | slack (ns) | depth (start not counted) |
|---|---|---|---|---|
| after CTS | y[3] | zero | 3.58 | 17 |
| after global routing | y[3] | zero | 3.07 | 17 |
| final | y[3] | zero | 3.32 | 17 |
[per-layer routing]
metal  global-route usage, %  up-vias  wire [um]
met3                    21.3      302       9330
met4                    34.1        0       4970
met2                    76.2     1348      22900
li1                        -     5881          -
met5                   0.682        -          0
met1                    68.5     6350      20400
[tightest hold or removal path: stages]
cell,delay [ns]
buf_2,0.07
buf_4,0.47
nor3b_2,0.11
nand2_1,0.05
a31oi_1,0.11
clkdlybuf4s50_1,0.40
[cell families (layout without fill, tap and decap cells)]
kind of cell    Yosys count  in the layout  share of synthesized area (%)
compound gates          538            538                           34.8
simple gates            509            509                           24.0
buf+inv                 215            241                           8.11
mux                     135            135                           18.4
fa+ha+maj               100            100                           12.2
xor+xnor                 29             29                           2.45
other cells               0              3                              0
[cell type report]
class	instances	share of cell area, %
antenna	3	0.0651
tap	270	2.93
timing repair buffer	143	11.2
multi-input combinational	1311	82.6
inverter	98	3.19
[power groups by stage]
stage | Combinational (W) | Clock (W) | Sequential (W)
after CTS | 0.000401 | 0 | 0
after global routing | 0.000441 | 0 | 0
final | 0.000424 | 0.0000000000261 | 0
[placed cells by master (no fill, tap or decap), types with 32 or more instances in the layout]
cell type,count
nor3_1,34
a31oi_1,32
buf_4,43
nor2_1,150
a21oi_1,155
mux2i_1,57
mux2_2,39
mux4_2,34
nand2_1,131
o21ai_0,77
ha_1,98
inv_1,93
clkdlybuf4s50_1,94
nor4_1,36
Power and IR drop assume default switching activity.
